## run.sh

```bash
#!/bin/bash
# OpenROAD 26Q1-2900-gdf79404cd8, Yosys 0.63+post, stock flow scripts
make -C /OpenROAD-flow-scripts/flow DESIGN_CONFIG=/design/flow/config.mk WORK_HOME=/design/flow/orfs finish
```

## config.mk

```make
export PLATFORM = sky130hd
export DESIGN_NAME = top_master_3slave
export DESIGN_NICKNAME = top_master_3slave
export VERILOG_FILES = /design/flow/design.v
export SDC_FILE = /design/flow/constraint.sdc
export NUM_CORES = 4
export LEC_CHECK = 1
export CORE_UTILIZATION = 40
```

## constraint.sdc

```tcl
current_design top_master_3slave

set clk_period 2.4
set clk_io_pct 0.2

create_clock -name clk0 -period $clk_period [get_ports {clk}]

set non_clock_inputs [all_inputs -no_clocks]
set_input_delay [expr $clk_period * $clk_io_pct] -clock clk0 $non_clock_inputs
set_output_delay [expr $clk_period * $clk_io_pct] -clock clk0 [all_outputs]
```

## design.v

```verilog
`timescale 1ns / 1ps
module master(clk, load, rst, data_in, MISO,MOSI,data_out_master,enOut,sck);
parameter n = 8;  
parameter m = 3;  
input clk,rst, load, MISO;
input [n-1:0]data_in;  
output reg MOSI,enOut,sck;  
output [n-1:0]data_out_master; 
reg [n-1:0]masterinput;  
reg [m-1:0]count = 0;  
always @(posedge sck or negedge rst)
begin
    if(!rst)
    begin
        enOut = 0;
        count = 0;
    end
    else if(load)
    begin
        count=0;  
    end  
    else  begin    
        if(count == 7)  
        begin
            enOut  =1;
        end
        else   begin enOut  =0; end
        count = count +1;   
    end
end
always@(posedge sck)
begin
MOSI = masterinput[7];  
masterinput = {masterinput,MISO};  
if(load)
    begin
    MOSI = data_in[7];
    masterinput = data_in;
    end
end
assign data_out_master = enOut? masterinput :0;
always@(posedge clk or negedge rst)  
begin
    if (!rst)
    begin
          sck =0;
    end
    else 
    begin      
        sck = ~sck ;     
    end
end
endmodule
`timescale 1ns / 1ps
module slave(sck, rst,load, MOSI,data_in_slave,s,enOut, MISO, data_out_slave);
parameter n=8;  
parameter m = 3;  
input sck, rst, MOSI,s,load;  
input [n-1:0]data_in_slave;  
output reg MISO,enOut;  
output [n-1:0]data_out_slave;  
reg [n-1:0]slaveinput;  
reg [m-1:0]count =0;  
always @(posedge sck or negedge rst)
begin
    if(!rst)
    begin
        enOut= 0;
        count=0;
    end
    else if(load) begin
            count =0;  
        end
    else if(s)
    begin
        if (count==7)  
        begin
            enOut  =1;
        end
        else   
        begin enOut  =0; 
        end
        count = count +1; 
    end    
end
always@(posedge sck)
begin
slaveinput  = {slaveinput, MOSI};  
MISO = slaveinput[7];  
if(load)
    begin
    slaveinput = data_in_slave;
    MISO = data_in_slave[7];
    end
end
assign data_out_slave = enOut ? slaveinput:0;
endmodule
`timescale 1ns / 1ps
module top_master_3slave(clk, load, rst, data_in,s0,s1,s2,enOut,enOut0,enOut1,enOut2,data_in_slave0,data_in_slave1,data_in_slave2,data_out_slave0,data_out_slave1,data_out_slave2,data_out_master);
parameter n = 8;
input clk,rst, load,s0,s1,s2;  
input [n-1:0]data_in;
input [n-1:0]data_in_slave0,data_in_slave1,data_in_slave2;  
output enOut;
reg MISO ;
output [n-1:0]data_out_slave0,data_out_slave1,data_out_slave2,data_out_master;
wire MISO0, MISO1,MISO2,MOSI,sck;
output enOut0,enOut1,enOut2;
master master(clk, load, rst, data_in, MISO,MOSI,data_out_master,enOut,sck);
slave slave1(sck, rst,load, MOSI,data_in_slave0,s0,enOut0, MISO0, data_out_slave0);
slave slave2(sck, rst,load, MOSI,data_in_slave1,s1,enOut1, MISO1, data_out_slave1);
slave slave3(sck, rst,load, MOSI,data_in_slave2,s2,enOut2, MISO2, data_out_slave2);
always@* begin
    if(s0)
    begin
         MISO = MISO0;
    end
    else if(s1)
    begin
        MISO = MISO1;
    end
    else if(s2)
    begin
        MISO = MISO2;
    end
end
endmodule
```

==> flow_summary.toml <==
# yosys + openroad results
[run_status]
status = "completed"

[pwr]
clkPwrFrac_pct = 0
intPower_mw = 0.109
pwr-share-comb_pct = 85.8
switchingPower_mw = 0.0430
ir_worst_vdd_v = 0.0000948
p_sw_share_pct = 28.3
powerDensity_mw_per_mm2 = 53.7
seqPwrFrac_pct = 14.2
power.leakage_nw = 1.23

[floorplan]
chip_area_mm2 = 0.00540
fp_util_pct = 42.4
boundaryPins = 74
row_count = 25
die_w_um = 73.5
dieHeight_um = 73.5
core_area_mm2 = 0.00482

[logic_synthesis]
ys_sh_xor_pct = 1.29
ys_chip_area_mm2 = 0.00204
synthTopLogicFamily = "multiplexers"
ys.flops = 51
yosysWarnings = 3
adder_share_pct = 4.90
yosysUniqueCellTypes = 20
synth_area_per_cell_um2 = 11.9
simple_gate_area_share_pct = 15.2
top_area_cell = "dfxtp_1"
synthMuxAreaShare_pct = 21.1
synth.top_cell.area_share_pct = 32.3
aoi_share_pct = 0.734
syn_inst = 172
syn_area_mm2 = 0.00204
area_leaders = "dfxtp_1 (32%), dfrtp_1 (21%), mux2_2 (17%)"
ys_cells = 172

[flow_run]
maxCapViolCount = 0
warnings = 29

[grt]
grt_pass1_vias = 1335
grt_pass1_wl_um = 5930
track_usage_pct = 14.3
grt_max_degree = 52
antenna_found_initial = 0
grt_overflow = 0

[clock_network]
clk_latency_ns = 0
ctsHoldBuffers = 0
postCtsSetupRepairBufs = 0
cts.clk_slew.worst_paths_ns = 0
cts.repair.resized = 0

[final_timing]
fin_setup_tns_ns = 0
hold_violations = 0
finalClockSkew_ns = 0
unclocked_regs = 50
worst_pin_slew_ns = 0.570
max_freq_mhz = 1010
untimed_endpoints = 86
setup_ws_ns = 1.41
slew_headroom_pct = 62.0
rsz0062_at_grt = "false"
fin_crit_ns = 0.985
fin_crit_sh_pct = 41.1
slew_viol_final = 0
setup_viol = 0

[drt]
antenna_left = 0
antenna_cells = 0
dr_total_vias = 1367
firstDrtPassIters = 4
totalWireLength_um = 3710
drc = 0
wl_per_cell_um = 12.1
via_per_inst = 4.45
drt_iter0_markers = 29

[critical_path]
cp_slowest_cell = "clkdlybuf4s50_1"
arrival_ns = 1.16
path_buffers = 2
max_stage_delay_ns = 0.45
crit_type = "in2async"
cp_max_fo = 17
required_ns = 2.58
end_kind = "asynchronous set/reset pin"
path_delay_family = "buffers and inverters"
worstPathCellList = "clkdlybuf4s50_1 > buf_4"
startpoint_type = "input port"

[cells_and_area]
lay_top_count = "clkdlybuf4s50_1"
mostFrequentLayoutCells = "clkdlybuf4s50_1 (72), dfxtp_1 (33), and2_1 (32)"
drive_above_1_share_pct = 14.6
area_delta_synth_final_pct = 38.2

[hold_path]
hold_path_class = "reg2reg"

[placed_design]
gp_congestion = 0.802
post-place-ws_ns = 1.40
dpl.hpwl_um = 2840
numPortBuffers = 73
[through the flow]
stage | hold slack (ns) | std cells | utilization (%) | power (mW) | cell area (um2)
6_report | 0.405 | 307 | 58.7 | 0.152 | 2830
2_1_floorplan | 0.184 | 172 | - | 0.0838 | 2040
3_5_place_dp | 0.409 | 307 | 58.7 | 0.153 | 2830
4_1_cts | 0.409 | 307 | 58.7 | 0.155 | 2830
5_1_grt | 0.417 | 307 | 58.7 | 0.164 | 2830
3_3_place_gp | 0.410 | 307 | 58.7 | 0.151 | 2830
[path summary, 6_finish.rpt]
kind / start / end / depth (start not counted) / slack (ns)
setup / recovery: rst / master.sck$_DFF_PN0_ / 2 / 1.41
hold / removal: master.sck$_DFF_PN0_ / master.sck$_DFF_PN0_ / 1 / 0.41
setup reg to reg: master.sck$_DFF_PN0_ / master.sck$_DFF_PN0_ / 1 / 1.93
hold reg to reg: master.sck$_DFF_PN0_ / master.sck$_DFF_PN0_ / 1 / 0.41
max in group clk0: master.sck$_DFF_PN0_ / master.sck$_DFF_PN0_ / 1 / 1.93
min in group asynchronous: rst / master.sck$_DFF_PN0_ / 2 / 0.81
[layer usage]
layer	track usage [%]	wire length (um)	vias up
li1	-	-	699
met1	21.9	1820	626
met2	24.3	1700	42
met3	1.53	188	0
met4	0	0	0
met5	0	0	-
[power by group through the flow]
stage     clock [mW]  combinational (mW)  sequential (mW)
4_1_cts            0               0.133           0.0215
5_1_grt            0               0.142           0.0215
6_report           0               0.130           0.0215
[cells by family (layout without fill, tap and decap cells)]
group                      Yosys count  count (layout)
xor gates and xnor gates             3               3
buffers and inverters               11              79
latches                              1               1
muxes                               39              39
DFF                                 50              50
adders and majority gates            8               8
and+or+nand+nor                     57              57
AOI/OAI and AO/OA                    3               3
[state kept, by name, summed over array words and instances (netlist names)]
| signal | flops |
|---|---|
| master.count | 3 |
| MISO | 1 |
| master.sck | 1 |
| slave3.count | 3 |
| master.masterinput | 8 |
| slave2.slaveinput | 7 |
| master.MOSI | 1 |
| slave2.MISO | 1 |
| slave3.MISO | 1 |
| slave1.enOut | 1 |
| slave3.enOut | 1 |
| slave1.count | 3 |
| slave2.enOut | 1 |
| slave1.slaveinput | 7 |
| slave3.slaveinput | 7 |
| slave1.MISO | 1 |
| slave2.count | 3 |
| master.enOut | 1 |
[Yosys cell counts (all sizes together)]
library cell	n
dfxtp	33
and2	32
mux2	32
dfrtp	17
nor2	10
ha	8
nand2	8
buf	7
mux2i	7
nor2b	5
inv	3
o21ai	3
xnor2	3
clkbuf	1
dlxtn	1
nand2b	1
nor3	1
[final cells by class]
type / instances / area (um2)
Tap cell: 67 / 83.8
Inverter: 3 / 11.3
Sequential cell: 51 / 1100
Timing Repair Buffer: 76 / 748
Multi-Input combinational cell: 110 / 882
Fill cell: 412 / 1990
Power and IR drop assume default switching activity.
